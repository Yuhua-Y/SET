File: run.sh
#!/bin/bash
# OpenROAD 26Q1-2900-gdf79404cd8, Yosys 0.63+post, stock flow scripts
make -C /OpenROAD-flow-scripts/flow DESIGN_CONFIG=/design/flow/config.mk WORK_HOME=/design/flow/orfs finish
File: config.mk
export PLATFORM = sky130hd
export DESIGN_NAME = SET
export DESIGN_NICKNAME = SET
export VERILOG_FILES = /design/flow/design.v
export SDC_FILE = /design/flow/constraint.sdc
export NUM_CORES = 4
export LEC_CHECK = 1
export CORE_UTILIZATION = 30
File: constraint.sdc
current_design SET

set clk_period 6.5
set clk_io_pct 0.2

create_clock -name clk0 -period $clk_period [get_ports {clk}]

set non_clock_inputs [all_inputs -no_clocks]
set_input_delay [expr $clk_period * $clk_io_pct] -clock clk0 $non_clock_inputs
set_output_delay [expr $clk_period * $clk_io_pct] -clock clk0 [all_outputs]
File: design.v
module SET (rst,clk,en,central,radius,mode,busy,valid,candidate);
    input   rst;
    input   clk;
    input   en;
    input   [23:0]central;
    input   [11:0]radius;
    input   [1:0]mode;
    output    busy;
    output    valid;
    output   [7:0]candidate;
    reg valid_d1;
    wire read_done;
    reg en_d1;
    wire cal_done;
    reg [8:0]ANS;
    wire [8:0]site;
    reg [2:0]circle;
    wire[3:0] ax,ay,bx,by,cx,cy,ar,br,cr;
    reg [1:0]counter_pic;
    reg [3:0]counter_x;
    reg [3:0]counter_y;
    reg [2:0]next_state;
    reg [2:0]cur_state;
    parameter IDLE=4'd0,READ=4'd1,CALCULATE=4'd2,ADDPIC=4'd3,CALANS=4'd4,ADDSITE=4'd5,OUTPUT=4'd6;
always @(posedge clk or posedge rst) begin
    if(rst)
        cur_state<=IDLE;
    else
        cur_state<=next_state;
end
always @(posedge clk) begin
    en_d1<=en;
end
assign read_done=((~en)&&(en_d1));
always @(*) begin
    case (cur_state)
        IDLE:begin
                next_state=READ;
        end
        READ:begin
            if(read_done) 
                next_state=CALCULATE;
            else
                next_state=READ;
        end
        CALCULATE:begin
            next_state=ADDPIC;
        end
        ADDPIC:begin
            if(counter_pic==2)
                next_state=CALANS;
            else
                next_state=CALCULATE;
        end
        CALANS:begin
            next_state=ADDSITE;
        end
        ADDSITE:begin
            if(cal_done)
                next_state=OUTPUT;
            else
                next_state=CALCULATE;
        end
        OUTPUT:begin
                next_state=READ;
        end
        default: next_state=IDLE;
    endcase
end
assign ax=central[23:20];
assign ay=central[19:16];
assign bx=central[15:12];
assign by=central[11:8];
assign cx=central[7:4];
assign cy=central[3:0];
assign ar=radius[11:8];
assign br=radius[7:4];
assign cr=radius[3:0];
assign busy=(~((cur_state==IDLE)||(cur_state==READ)));
assign valid=(cur_state==OUTPUT);
assign candidate=(cur_state==OUTPUT)?ANS:8'd0;
assign cal_done=((counter_y==8)&&(counter_x==8));
always @(posedge clk) begin     
    case (cur_state)
        READ:ANS=0;
        CALANS:begin
            case(mode)
                0:begin
                    ANS=ANS+circle[0];
                end
                1:begin
                    ANS=ANS+(circle[0]&circle[1]);
                end
                2:begin
                    ANS=ANS+(circle[0]^circle[1]);
                end
                3:begin
                    ANS=ANS+((circle[0]&circle[1])+(circle[0]&circle[2])+(circle[2]&circle[1])-3*(circle[2]&(circle[0]&circle[1])));
                end
            endcase
        end
    endcase
end
always @(posedge clk or posedge rst) begin
    if(rst)
        counter_pic<=0;
    else if (cur_state==ADDPIC)begin
        if(counter_pic==2)
            counter_pic<=0;
        else    
            counter_pic<=counter_pic+1;
        end
end
assign site=counter_x+counter_y*8;
 always @(posedge clk) begin
     if(cur_state==CALCULATE)begin
         case(counter_pic)
         0:circle[0]=dot_compare(counter_x,counter_y,ar,ax,ay);
		 1:circle[1]=dot_compare(counter_x,counter_y,br,bx,by);
		 2:circle[2]=dot_compare(counter_x,counter_y,cr,cx,cy);
         default:circle=circle;
        endcase
     end
     else begin
         circle=circle;
     end
 end
always @(posedge clk) begin
    if (cur_state==READ) counter_x<=1;
        else if((counter_x==8)&&(cur_state==ADDSITE))
                    counter_x<=1;
                else if(cur_state==ADDSITE)
                    counter_x<=counter_x+1;
end
always @(posedge clk) begin
    if(cur_state==READ)
        counter_y<=1;
    else if((counter_x==8)&&(cur_state==ADDSITE))
        counter_y<=counter_y+1;
end
function dot_compare;
    input [3:0] X,Y,radius ;
    input [3:0] central_x,central_y;
    reg  [4:0] XD,YD;
    reg  [9:0] squ_x,squ_y;
    reg [9:0] squ_r;
    begin
        XD=(central_x>X)?(central_x-X):(X-central_x);
        YD=(central_y>Y)?(central_y-Y):(Y-central_y);
        squ_x=XD*XD;
        squ_y=YD*YD;
        squ_r=radius*radius;
        dot_compare=(squ_r>=(squ_x+squ_y));
    end
endfunction
endmodule
==> metrics.log <==
[flow] collecting metrics
INFO  metric status = finished, violations left
INFO  metric violations = setup timing
INFO  metric die_width = 168 um
INFO  metric asr_flop_ratio_synth = 0.310
INFO  metric min_period_over_period = 1.07
INFO  metric synthDominantCellAreaShare = 0.264
INFO  metric pin_count = 51
INFO  metric grt_remaining_overflow = 0
INFO  metric worst-path-max-fanout = 3
INFO  metric cts_bufs_inserted = 5
INFO  metric dr.max_layer_used = met4
INFO  metric globalplace.congestion = 0.914
INFO  metric setup_tns = -1.36 ns
INFO  metric synth.cell_area = 8300 um2
INFO  metric synth.area.top_cells = ha_1 (26%), fa_1 (19%), inv_1 (8.7%)
INFO  metric cts_tree = done
INFO  metric timing.final.crit_period = 6.97 ns
INFO  metric power.ir.vdd_worst = 0.461 mV
INFO  metric cts.root.buffer_cell = clkbuf_16
INFO  metric numPortBuffers = 50
INFO  metric ys_area = 8300 um2
INFO  metric final_layout_size_suffix_gt1_frac = 0.281
INFO  metric clock_latency = 0.27 ns
INFO  metric grt_pass1_wl = 31500 um
INFO  metric reg2reg_depth = 27
INFO  metric drt_first_pass_iters = 4
INFO  metric crit_path_start_kind = input port
INFO  metric timing.setup.critical_path_class = in -> reg
INFO  metric detail_route.iter0.violations = 208
INFO  metric clk_path_buf_depth = 2
INFO  metric numClockSinks = 29
INFO  metric critPathSlowestCell = fa_1
INFO  metric count_of_library_flops_with_an_enable_pin = 11
INFO  metric final-comb-area = 7450 um2
INFO  metric grt_setup_unrepaired = true
INFO  metric final_max_slew_viol_count = 0
INFO  metric total_leakage_power = 5.77 nW
INFO  metric setup_slack = -0.474 ns
INFO  metric openroad_warning_count = 64
INFO  metric yosysWarnings = 1
INFO  metric final.fill_count = 2547
INFO  metric antenna_violations_before_repair = 0
INFO  metric regArea = 737 um2
INFO  metric finalClockSkew = 0.00517 ns
INFO  metric drt-met1-wl = 8650 um
INFO  metric holdPathStages = 0
INFO  metric detail-route-antenna-nets = 0
INFO  metric pin_count_of_the_biggest_net_entering_global_routing = 17
INFO  metric yosys.cell_count.top_type = inv_1
INFO  metric synth-seq-area-share = 0.0888
INFO  metric met2RoutedLength = 8270 um
INFO  metric chip_area = 28300 um2
INFO  metric cts.clk_slew.worst_paths = 0.05 ns
INFO  metric place_worst_setup_slack = -1.38 ns
INFO  metric detailroute.via_count = 6832
INFO  metric synth.avg_cell_area = 8.68 um2
INFO  metric wl_met3 = 1020 um
INFO  metric std_cell_rows = 60
INFO  metric cpMostUsedCell = fa_1
INFO  metric whs = 0.427 ns
INFO  metric fmax = 0.143 GHz
INFO  metric gate_count_post_synth = 956
INFO  metric power-per-cell-area = 395 nW/um2
INFO  metric holdBufCountCts = 0
INFO  metric area_growth = 36.9%
INFO  metric slowest_stage_delay_on_critical_path = 0.53 ns
INFO  metric dieHeight = 168 um
INFO  metric cts_htree_levels = 2
INFO  metric worst_slew_margin_rel = 0.495
INFO  metric netlist.top_cell.by_area = ha_1
INFO  metric setup_violations = 3
INFO  metric coreArea = 27000 um2
INFO  metric cp_data_arrival_time = 7.00 ns
INFO  metric detailed_place_hpwl = 15700 um
INFO  metric route.detailed.wl_per_inst = 11.9 um
INFO  metric finalHoldViolations = 0
INFO  metric max-cap-violations = 0
INFO  metric routed_via_density = 4.46
INFO  metric worstHoldPathType = reg -> reg
INFO  metric drc = 0
INFO  metric initial_utilization = 0.307
INFO  metric routed_wl = 18200 um
INFO  metric final_core_utilization = 0.420
INFO  metric worst_slew_pin_slew = 0.756 ns
INFO  metric critical_path.endpoint_type = flop
INFO  metric worstPathRequired = 6.53 ns
INFO  metric synth.cells.most_frequent = inv_1 (192), ha_1 (175), nor2_1 (85)
INFO  metric ys_cells = 956
INFO  metric synth_cell_types = 65
INFO  metric yosys_reg_bits = 29
INFO  metric tot_gr_track_use = 0.138
INFO  metric first_global_vias = 6859
INFO  metric ff_type = edfxtp_1
## cell type report
class / instances / share of cell area
clock inverters: 2 / 0.00297
clock buffers: 6 / 0.0113
inverters: 194 / 0.0660
repair buffers: 232 / 0.161
multi-input cells: 728 / 0.656
well taps: 341 / 0.0376
diodes: 1 / 0.000220
flip-flops and latches: 29 / 0.0649
## worst max-delay path, delay by kind of cell
kind | cells | cell delay [ns]
compound gates | 4 | 0.37
xor+xnor | 1 | 0.15
fa+ha+maj | 8 | 3.23
buf+inv | 5 | 0.32
simple gates | 8 | 1.65
## stage by stage
stage          instances  instance area, um2  total power (W)
2_1_floorplan        956                8550          0.00313
3_3_place_gp        1501               10600          0.00410
3_5_place_dp        1501               10600          0.00412
4_1_cts             1530               11300          0.00454
5_1_grt             1532               11400          0.00517
6_report            1533               11400          0.00449
## per-layer routing
metal  track usage  vias to the layer above
met1         0.192                     3118
met2         0.229                       99
met5             0                        -
met3        0.0309                       14
met4        0.0166                        0
li1              -                     3601
## cell families after synthesis
logic type / Yosys count / share of synthesized area
buffers and inverters: 199 / 0.0911
adders and majority gates: 254 / 0.454
AOI/OAI and AO/OA: 138 / 0.112
and+or+nand+nor: 248 / 0.152
xor gates and xnor gates: 60 / 0.0683
muxes: 27 / 0.0329
DFF: 29 / 0.0888
other: 1 / 0.000452
## report_power, final
group / switching, W / internal [W]
registers: 0.0000599 / 0.000249
clock network: 0.0000811 / 0.000179
logic: 0.00187 / 0.00205
total: 0.00201 / 0.00248
## path summary, 6_finish.rpt
check | start | endpoint | slack (ns)
setup / recovery | central[9] | circle[1]$_DFFE_PP_ | -0.47
hold / removal | cur_state[2]$_DFF_PP0_ | cur_state[6]$_DFF_PP0_ | 0.43
setup reg to reg | counter_y[0]$_SDFFE_PP1P_ | circle[0]$_DFFE_PP_ | 0.16
hold reg to reg | cur_state[2]$_DFF_PP0_ | cur_state[6]$_DFF_PP0_ | 0.43
max in group asynchronous | rst | cur_state[0]$_DFF_PP1_ | 4.90
min in group asynchronous | rst | cur_state[4]$_DFF_PP0_ | 1.31
## placed cells by master (no fill, tap or decap), types with 6 or more instances in the layout
cell type	n
dfxtp_1	9
ha_2	7
mux2i_1	23
xnor2_1	35
xor2_1	21
nor3_1	17
o21ai_2	10
buf_4	179
nand2b_1	8
clkdlybuf4s50_1	26
dlygate4sd2_1	7
o21ai_1	7
nor2b_1	21
o21a_1	6
edfxtp_1	11
inv_2	14
nand3_1	9
a21oi_2	8
nand2_1	29
inv_1	176
fa_1	75
o21ai_0	18
and2_1	25
ha_4	21
dfrtp_1	8
a21oi_1	33
nand4_1	8
ha_1	147
nor2_1	79
a21o_1	11
## registers in the layout (all words and copies together) (netlist names)
signal and flops:
cur_state 7, ANS 8, counter_y 4, counter_pic 2, counter_x 4, circle 3
en_d1 1
## what timing repair did
action,in CTS,in global routing
cloned,0,0
endpoints found under the setup margin,3,3
setup buffers,21,3
gates resized,140,31
pin swaps,77,49
Power is estimated from default activity; no workload was simulated.
